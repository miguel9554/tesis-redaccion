## flow/design.v

```verilog
`timescale 1ns / 1ps
module adhoc_generator#(
    parameter WIDTH = 8
)(
    input clk, srst,
    input duty_inc_coarse, duty_inc_fine,
    input duty_dec_coarse, duty_dec_fine,
    input [WIDTH-1:0] duty_coarse, duty_fine, duty_nominal, div_value,
    output reg PWM
);
    reg [WIDTH-1:0] counter     = 'd0;
    reg [WIDTH-1:0] duty_cycle  = 'd0;
    wire n_PWM;
    assign n_PWM = counter < duty_cycle ? 'b1 : 'b0;
    always @(posedge clk) begin
        if (srst) begin
            duty_cycle  <= duty_nominal;
            counter     <= 'd0;
            PWM         <= 'd1;
        end
        else begin
            counter                              <= counter >= div_value-1 ? 'd0 : counter + 1;
            PWM                                  <= n_PWM;
            if      (duty_inc_coarse) duty_cycle <= duty_cycle + duty_coarse;
            else if (duty_inc_fine)   duty_cycle <= duty_cycle + duty_fine;
            else if (duty_dec_coarse) duty_cycle <= duty_cycle - duty_coarse;
            else if (duty_dec_fine)   duty_cycle <= duty_cycle - duty_fine;
        end
    end
endmodule
`timescale 1ns / 1ps
module top(
    input clk,
    input btnU, btnD,
    input btnL, btnR,
    input [1:0] sw,
    output [1:0] led,
    output [0:0] JA
);
    wire duty_inc_coarse, duty_inc_fine, duty_dec_coarse, duty_dec_fine;
    localparam W = 8;
    reg [W-1:0] div_value = 'd10;
    reg [1:0] sw_old = 'd0;
    reg initialized = 'b0;
    reg [3:0] init_counter = 'b0;
    reg srst = 'b0;
    localparam real DUTY_CYCLE_NOMINAL = 0.5;
    localparam real DUTY_CYCLE_COARSE  = 0.1;
    localparam real DUTY_CYCLE_FINE    = 0.01;
    localparam integer DIV_VALUE_10MHZ = 10;
    localparam integer COUNTS_DUTY_NOMINAL_10MHZ    = DUTY_CYCLE_NOMINAL*DIV_VALUE_10MHZ;
    localparam integer COUNTS_DUTY_COARSE_10MHZ     = DUTY_CYCLE_COARSE *DIV_VALUE_10MHZ;
    localparam integer COUNTS_DUTY_FINE_10MHZ       = DUTY_CYCLE_FINE   *DIV_VALUE_10MHZ;
    localparam integer DIV_VALUE_5MHZ = 20;
    localparam integer COUNTS_DUTY_NOMINAL_5MHZ    = DUTY_CYCLE_NOMINAL*DIV_VALUE_5MHZ;
    localparam integer COUNTS_DUTY_COARSE_5MHZ     = DUTY_CYCLE_COARSE *DIV_VALUE_5MHZ;
    localparam integer COUNTS_DUTY_FINE_5MHZ       = 'd1;
    localparam integer DIV_VALUE_1MHZ = 100;
    localparam integer COUNTS_DUTY_NOMINAL_1MHZ    = DUTY_CYCLE_NOMINAL*DIV_VALUE_1MHZ;
    localparam integer COUNTS_DUTY_COARSE_1MHZ     = DUTY_CYCLE_COARSE *DIV_VALUE_1MHZ;
    localparam integer COUNTS_DUTY_FINE_1MHZ       = DUTY_CYCLE_FINE   *DIV_VALUE_1MHZ;
    reg [W-1:0] div_value_curr,
                counts_duty_nominal_curr,
                counts_duty_coarse_curr,
                counts_duty_fine_curr;
     always @(posedge clk) begin
        if (sw[1]) begin
            div_value_curr              <= DIV_VALUE_1MHZ;
            counts_duty_nominal_curr    <= COUNTS_DUTY_NOMINAL_1MHZ;
            counts_duty_coarse_curr     <= COUNTS_DUTY_COARSE_1MHZ;
            counts_duty_fine_curr       <= COUNTS_DUTY_FINE_1MHZ;
        end
        else if (sw[0]) begin
            div_value_curr              <= DIV_VALUE_5MHZ;
            counts_duty_nominal_curr    <= COUNTS_DUTY_NOMINAL_5MHZ;
            counts_duty_coarse_curr     <= COUNTS_DUTY_COARSE_5MHZ;
            counts_duty_fine_curr       <= COUNTS_DUTY_FINE_5MHZ;
        end
        else begin
            div_value_curr              <= DIV_VALUE_10MHZ;
            counts_duty_nominal_curr    <= COUNTS_DUTY_NOMINAL_10MHZ;
            counts_duty_coarse_curr     <= COUNTS_DUTY_COARSE_10MHZ;
            counts_duty_fine_curr       <= COUNTS_DUTY_FINE_10MHZ;
        end
        sw_old <= sw;
     end
     always @(posedge clk) begin
        if (initialized == 'b0) begin
            if (init_counter < 'd14) begin
                init_counter <= init_counter+1;
            end
            else begin
                initialized <= 'b1;
                srst <= 'b1;
            end
        end
        else begin
            if (sw_old != sw) srst <= 'b1;
        end
        if (srst) srst <= 'b0;
     end
     debounce u_debounce_inc_coarse(clk,btnU,duty_inc_coarse);
     debounce u_debounce_dec_coarse(clk,btnD,duty_dec_coarse);
     debounce u_debounce_inc_fine(clk,btnR,duty_inc_fine);
     debounce u_debounce_dec_fine(clk,btnL,duty_dec_fine);
    adhoc_generator#(.WIDTH(W))u_generator(
        .clk(clk),
        .srst(srst),
        .duty_coarse(counts_duty_coarse_curr),
        .duty_fine(counts_duty_fine_curr),
        .duty_nominal(counts_duty_nominal_curr),
        .div_value(div_value_curr),
        .duty_inc_coarse(duty_inc_coarse),
        .duty_inc_fine(duty_inc_fine),
        .duty_dec_coarse(duty_dec_coarse),
        .duty_dec_fine(duty_dec_fine),
        .PWM(JA[0])
    );
    assign led = sw;
endmodule
module debounce(
    input clk,
    input data_in,
    output data_out
);
    localparam DEBOUNCE_BITS = 23;
    reg [DEBOUNCE_BITS-1:0] debounce_counter;
    wire debounce_enable;
    wire tmp_1, tmp_2;
    always @(posedge clk) debounce_counter = debounce_counter + 'b1;
    assign debounce_enable = debounce_counter == 2**DEBOUNCE_BITS-1 ? 'b1 : 'b0;
     DFF u_DFF_inc_coarse(clk,debounce_enable,data_in,tmp_1);
     DFF u_DFF_dec_coarse(clk,debounce_enable,tmp_1,tmp_2);
     assign data_out = tmp_1 & (~ tmp_2) & debounce_enable;
endmodule
module DFF(
    input clk,
    input en,
    input D,
    output reg Q
);
    always @(posedge clk) begin
        if (en) Q <= D;
    end
endmodule
```

## flow/config.mk

```make
export PLATFORM = sky130hd
export DESIGN_NAME = top
export DESIGN_NICKNAME = top
export VERILOG_FILES = /design/flow/design.v
export SDC_FILE = /design/flow/constraint.sdc
export NUM_CORES = 4
export LEC_CHECK = 1
export CORE_UTILIZATION = 50
```

## flow/run.sh

```bash
#!/bin/bash
# OpenROAD 26Q1-2900-gdf79404cd8, Yosys 0.63+post, stock flow scripts
make -C /OpenROAD-flow-scripts/flow DESIGN_CONFIG=/design/flow/config.mk WORK_HOME=/design/flow/orfs finish
```

## flow/constraint.sdc

```tcl
current_design top

set clk_period 10.7
set clk_io_pct 0.2

create_clock -name clk0 -period $clk_period [get_ports {clk}]

set non_clock_inputs [all_inputs -no_clocks]
set_input_delay [expr $clk_period * $clk_io_pct] -clock clk0 $non_clock_inputs
set_output_delay [expr $clk_period * $clk_io_pct] -clock clk0 [all_outputs]
```

==> GITHUB_STEP_SUMMARY <==
### Metrics collected by this job

| Metric | Value |
|---|---|
| Largest net degree at the start of global routing | `17` |
| Yosys warning total | `12` |
| CTS buffer count | `17` |
| Core area | `10,940 sq um` |
| Initial antenna violation count | `0` |
| Setup violators final | `0` |
| CTS hold repair buffers | `0` |
| Via count | `3,620` |
| Crit path DAT | `3.36 ns` |
| First-pass GRT wire length | `15,310 um` |
| Max Fanout on Critical Path | `9` |
| Port Buffers | `9` |
| Vias per inst | `5.084` |
| Final worst setup slack | `5.199 ns` |
| Clock sink total | `133` |
| Clk latency of the worst-skew pair | `0.41 ns` |
| Post-synth EDFFs | `20` |
| Critical path's largest stage delay | `0.65 ns` |
| Fraction of registers with async set/reset | `0%` |
| Top cell type's share of synthesized area | `40.09%` |
| Layout cells sized above 1 | `8.042%` |
| CP Capture Type | `output pin` |
| Status | `complete, no violations` |
| Diodes inserted | `0` |
| DIE WIDTH | `108.2 um` |
| Top cells, area | `dfxtp_1 40%, edfxtp_1 11%, xnor2_1 10%` |
| Worst slew pin tran | `0.8704 ns` |
| Gr usage total | `16.96%` |
| P&R area growth vs syn | `13.90%` |
| PwrDens | `165.7 nW/um^2` |
| Flop pwr share | `48.1%` |
| CP most frequent cell | `clkdlybuf4s50_1` |
| Cell Type Count | `49` |
| Synth Instances | `535` |
| Drt pass-1 iters | `4` |
| DRT antenna net count | `0` |
| Mapped Avg Cell Area | `10.55 sq um` |
| Net Sw Frac | `20.93%` |
| Final Cycle Share | `51.41%` |
| Clk_skew | `0.008519 ns` |
| CP Launch Type | `primary input` |
| Reg2Reg Setup Slack | `6.41 ns` |
| Tool warnings | `26` |
| Net load switching power | `222.9 uW` |
| Critical path buffers and inverters | `2` |
| Final Hold Violation Tally | `0` |
| Fin cells | `712` |
| CTS tree | `yes` |
| # Max-Cap Violations | `0` |
| Yosys reg bits | `133` |
| # Cells Yosys | `535` |
| Comb pwr share | `2.6%` |
| Cell Area, Synth | `5643 sq um` |
| CTS root buf | `clkbuf_16` |
| Cell Chain, Critical Path | `clkdlybuf4s50_1 > clkdlybuf4s50_1` |
| Crit path time final | `5.501 ns` |
| Vias in the first global route | `3,397` |
| FP Util | `51.60%` |
| Slowest stage cell, crit path | `clkdlybuf4s50_1` |
| Max-slew violations | `0` |
| Drt wl/cell | `11.87 um` |
| Internal power | `842.2 uW` |
| Post-DP HPWL | `5776 um` |
| Synth Seq Share | `50.73%` |
| Detailed router's first-iteration violation count | `170` |
| Filler instances | `916` |
| Clk pwr share | `49.4%` |
| Placement Setup Slack | `5.164 ns` |
| Most common cell in the netlist | `dfxtp_1` |
| Post-CTS Repair Setup Buffers | `0` |
| Reg clk slew, reported paths | `0.06 ns` |
| I/O pin count | `10` |
| Placed cells | `680` |
| HP Class | `flip-flop to flip-flop` |
| FP Rows | `38` |
| Crit Path Category | `primary input to output pin` |
| DRC viols | `0` |
| Post-CTS resize count | `0` |
| Yosys top cell by area | `dfxtp_1` |
| F_max | `181.8 MHz` |
| Synthesis area per yosys | `5643 sq um` |
| Commonest flop | `dfxtp_1` |
| Die height | `108.2 um` |
| H-Tree Depth | `4` |
| Leakage power | `0.002531 uW` |
| GP Congestion | `0.7948` |
| Die outline area | `11,710 sq um` |
| Total power draw | `1065 uW` |
| Kind of cell adding the most delay to the critical path | `buffers and inverters` |
| Overflow after GRT | `0` |
| Synth cell count leaders | `113 x dfxtp_1, 65 x xnor2_1, 48 x nand3_1, 38 x nor2_1, 37 x nand2_1` |
| Relative slew slack | `41.44%` |
| RSZ-0062 raised after global routing | `false` |
| Required @ worst endpoint | `8.56 ns` |
| Setup TNS | `0 ns` |
| WL final | `8451 um` |
| Max IR drop VDD | `173.1 uV` |
| Max clock buf depth | `2` |
area by class of cell:
class	count	area, sq um	area share (%)
sequential	133	2863	44.54
timing repair buffer	9	90.09	1.402
tap	140	175.2	2.725
clock buffer	19	432.9	6.735
multi-input combinational	369	2645	41.15
inverter	29	108.9	1.694
clock inverter	13	112.6	1.752
logic make-up after synthesis:
group                      after synthesis  synth area share, %
xor gates and xnor gates                99                15.37
and+or+nand+nor                        190                18.25
adders and majority gates               30                6.785
AOI/OAI and AO/OA                       44                5.255
muxes                                    6                1.219
DFF                                    133                50.73
buffers and inverters                   33                2.395
state kept, by name, indices dropped and copies added, names as in the netlist, 2 cells and up:
register                                cells
u_debounce_inc_fine.debounce_counter       23
sw_old                                      2
u_debounce_dec_coarse.debounce_counter     23
counts_duty_nominal_curr                    4
u_debounce_dec_fine.debounce_counter       23
u_generator.counter                         8
u_generator.div_value                       4
u_generator.duty_cycle                      8
u_debounce_inc_coarse.debounce_counter     23
init_counter                                4
path summary, 6_finish.rpt:
path                                                    end  depth (start not counted)                                 startpoint
setup / recovery                                     led[1]                          2                                      sw[1]
hold / removal    u_debounce_inc_coarse.debounce_counter[0]                          1  u_debounce_inc_coarse.debounce_counter[0]
setup reg to reg                  u_generator.duty_cycle[7]                         15  u_debounce_dec_coarse.debounce_counter[0]
hold reg to reg   u_debounce_inc_coarse.debounce_counter[0]                          1  u_debounce_inc_coarse.debounce_counter[0]
cell usage in the layout, fill, tap and decap left out, types with 3 or more instances in the layout:
cell             instances
a211oi_1                 3
a21o_1                   8
a21oi_1                  9
a31oi_1                  5
and2_1                   3
and3_1                  11
and4_1                   9
clkbuf_16               17
clkdlybuf4s50_1          9
clkinv_2                 5
clkinv_4                 3
clkinvlp_4               3
dfxtp_1                113
edfxtp_1                20
ha_1                    29
inv_1                   29
mux2_2                   3
nand2_1                 37
nand3_1                 48
nand4_1                 14
nor2_1                  38
nor2b_1                  4
nor3_1                   6
nor4_1                   3
o21ai_0                  9
xnor2_1                 65
xor2_1                  34
power by group through the flow:
| stage | Combinational [uW] | Sequential [uW] | Clock (uW) |
|---|---|---|---|
| CTS | 27.4 | 512 | 539 |
| global route | 31.0 | 512 | 564 |
| finish | 27.2 | 512 | 526 |
through the flow:
step | util (%) | hold WS, ns | cell area, sq um
CTS | 58.78 | 0.4018 | 6427
global placement | 53.79 | 0.3831 | 5882
finish | 58.78 | 0.4031 | 6427
detailed placement | 53.79 | 0.3882 | 5882
floorplan | - | 0.3707 | 5643
global route | 58.78 | 0.4190 | 6427
metal layers:
metal | vias to the layer above | part of all wire (%) | global-route usage [%] | wire [um]
met3 | 6 | 3.7 | 4.601 | 311
li1 | 1910 | - | - | -
met4 | 0 | 1.1 | 1.859 | 90
met5 | - | 0 | 0 | 0
met1 | 1673 | 53 | 27.63 | 4482
met2 | 31 | 42 | 24.48 | 3566
No activity file was given, so power comes from the tool's default toggle rates.
